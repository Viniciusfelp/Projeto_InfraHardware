[/design/flow/design.v]
module MuxMemoria (
  input  wire [2:0]  MuxAddr,
  input  wire [31:0] valorPC,
  input  wire [31:0] valorResultadoUla,
  input  wire [31:0] valorResultadoAluOut,
  output reg [31:0] saidaMuxMemoria
);
  parameter valor253 = 32'b00000000000000000000000011111101;  
  parameter valor254 = 32'b00000000000000000000000011111110;  
  parameter valor255 = 32'b00000000000000000000000011111111;  
  reg [31:0] auxiliar1;
  reg [31:0] auxiliar2;
  always @(*) begin
    auxiliar1 = ((MuxAddr[1])
      ? ((MuxAddr[0]) ? valor253 : valorResultadoUla)
      : ((MuxAddr[0]) ? valorResultadoAluOut : valorPC)
    );
    auxiliar2 = (MuxAddr[0]) ? valor255 : valor254;
    saidaMuxMemoria = (MuxAddr[2]) ? auxiliar2 : auxiliar1;
  end
endmodule
[/design/flow/run.sh]
#!/bin/bash
# OpenROAD 26Q1-2900-gdf79404cd8, Yosys 0.63+post, stock flow scripts
make -C /OpenROAD-flow-scripts/flow DESIGN_CONFIG=/design/flow/config.mk WORK_HOME=/design/flow/orfs finish
[/design/flow/config.mk]
export PLATFORM = sky130hd
export DESIGN_NAME = MuxMemoria
export DESIGN_NICKNAME = MuxMemoria
export VERILOG_FILES = /design/flow/design.v
export SDC_FILE = /design/flow/constraint.sdc
export NUM_CORES = 4
export LEC_CHECK = 1
export CORE_AREA = 10 10 100 100
export DIE_AREA = 0 0 110 110
[/design/flow/constraint.sdc]
current_design MuxMemoria

set clk_period 3.6
set clk_io_pct 0.2

create_clock -name clk0 -period $clk_period

set non_clock_inputs [all_inputs -no_clocks]
set_input_delay [expr $clk_period * $clk_io_pct] -clock clk0 $non_clock_inputs
set_output_delay [expr $clk_period * $clk_io_pct] -clock clk0 [all_outputs]
==> run_results.csv <==
group,metric,value,unit
outcome,status,"finished, final reports clean",
sta,worst_pin_slew,0.511,ns
grt,first_global_vias,1514,
grt,grt_max_degree,59,
yosys,syn_area_per_cell,7.80,µm²
clock_network,cts_hold_buffers,0,
sta,finalSetupViolations,0,
clock_network,post_cts_buffers,0,
power_and_ir_drop,seqPwrFrac,0,
sta,report.final.slew_viol_count,0,
placed_design,port_buffers,131,
route,wl_met2,2930,µm
route,drt_iter0_markers,44,
yosys,ys_sh_simple,0.253,
sta,relSlewSlack,0.659,
yosys,adder_share,0,
grt,grt_first_pass_wirelength,8420,µm
sta,finalCriticalPeriod,2.93,ns
setup_path,cp-end-kind,"output pin",
sta,clock.fmax,0.341,GHz
cells_and_area,drive_gt1_frac,0.188,
yosys,yosys-stat-area,1120,µm²
setup_path,arrival,2.21,ns
placed_design,place.gp.congestion,0.777,
power_and_ir_drop,power_density,108,nW/µm²
sta,final_hold_viol_count,0,
cells_and_area,seq_cells,0,
floorplan,die_width,110,µm
grt,antenna_found_initial,0,
sta,post-route-period-util,0.815,
yosys,ys_cells,143,
run,warnings,32,
route,drt-total-wl,5660,µm
yosys,muxShareOfSynthArea,0.0762,
power_and_ir_drop,switchingPower,88.6,µW
route,wl_met3,492,µm
cells_and_area,seq_area,0,µm²
setup_path,crit_type,"in2out",
route,post_drt_via_cell_ratio,4.06,
run,maxCapViolCount,0,
floorplan,pin_count,131,
yosys,ys_seq_frac,0,
power_and_ir_drop,intPower,180,µW
cells_and_area,area_delta_synth_final,123,%
yosys,ys_warn_count,1,
route,wl_met1,2240,µm
floorplan,fp-utilization,0.143,
route,drt-pass1-iter-count,3,
route,dr_total_vias,1472,
power_and_ir_drop,p_leak,0.000836,µW
yosys,synth.comb.largest_family,"AND-OR/OR-AND gates",
route,highest_layer,"met3",
power_and_ir_drop,swShare,0.330,
route,antenna_left,0,
yosys,synth_cells,143,
yosys,synth_cell_type_count,22,
hold_path,hold_path_class,"in2out",
sta,rsz0062_at_grt,"no",
setup_path,worstSetupEndpoint,"saidaMuxMemoria[16]",
yosys,netlist_area,1120,µm²
setup_path,required,2.88,ns
route,routedWlPerCell,15.6,µm
clock_network,cts_resized,0,
power_and_ir_drop,p_clk_frac,0,
power_and_ir_drop,comb_power_share,1.000,
yosys,ys_sh_aoi,0.552,
sta,tns,0,ns
setup_path,start_kind,"input pin",
route,antennaDiodeCount,0,
floorplan,core,7810,µm²
floorplan,die_y,110,µm
grt,grt_use_total,0.0860,
cells_and_area,utilization,0.319,
setup_path,startpoint,"MuxAddr[0]",
setup_path,crit_fanout,26,
sta,hold_ws,2.24,ns
yosys,xor_share,0,
route,route.detailed.drc,0,
placed_design,dp_hpwl,4820,µm
cells_and_area,clkbuf_count,0,
floorplan,die_area,12100,µm²
power_and_ir_drop,vdd_ir_drop_max,42.2,µV
grt,gr-total-overflow,0,
floorplan,row_count,32,
## layout make-up
| cell class | count | area [µm²] |
|---|---|---|
| tap | 102 | 128 |
| timing repair buffer | 136 | 1370 |
| fill | 820 | 5320 |
| multi-input combinational | 123 | 983 |
| inverter | 2 | 7.51 |
## stage by stage
stage                     area [µm²]  power, µW  instances  worst slack, ns
after floorplan                 1120        102        143             1.55
after global placement          2490        273        363            0.663
after detailed placement        2490        273        363            0.645
after CTS                       2490        275        363            0.640
after global routing            2490        293        363            0.528
final                           2490        269        363            0.667
## power groups by stage
| stage | Clock, µW | Combinational [µW] | Sequential, µW |
|---|---|---|---|
| finish | 0 | 269 | 0 |
| global route | 0 | 293 | 0 |
| CTS | 0 | 275 | 0 |
## logic make-up after synthesis
logic type             count (synthesis)
AND-OR/OR-AND                         58
buffers and inverters                 20
multiplexers                           8
AND/OR/NAND/NOR                       57
## layer usage
metal,vias to the layer above,global-route usage
met1,648,0.109
met2,55,0.152
met5,-,0
li1,769,-
met3,0,0.0212
met4,0,0
## cells in the mapped netlist
library cell  count  area (µm²)
mux2i_1           7        70.1
nor2_1            4        15.0
nor2b_1          22         138
nor3_1            6        30.0
a21oi_1           8        40.0
and2b_1           1        7.51
clkbuf_1          2        7.51
buf_1             1        3.75
buf_6             1        11.3
buf_2            10        50.1
inv_1             2        7.51
a32o_1            1        10.0
a31oi_1           1        6.26
o21ai_1           1        5.00
buf_4             1        7.51
a211oi_1          6        45.0
mux2_4            1        15.0
nand2b_1          1        6.26
nand2_1          23        86.3
a211oi_2         40         500
o22a_1            1        8.76
buf_8             3        45.0
## critical path, cell delays in order
cell	delay (ns)
buf_2	0.41
buf_12	0.27
a211oi_2	0.06
a211oi_2	0.21
clkdlybuf4s50_1	0.51
## placed cells by master, fill, tap and decap left out
cell,count
inv_1,2
a21oi_1,8
a211oi_2,40
nor2b_1,22
mux2_4,1
o22a_1,1
mux2i_1,7
and2b_1,1
buf_2,3
o21ai_1,1
a211oi_1,6
a32o_1,1
buf_4,2
clkdlybuf4s50_1,128
nand2_1,23
nor3_1,6
a31oi_1,1
buf_12,3
nand2b_1,1
nor2_1,4
## worst min-delay path by stage
stage | startpoint | endpoint | slack, ns | cells past startpoint
final | MuxAddr[2] | saidaMuxMemoria[28] | 2.24 | 3
after global routing | MuxAddr[2] | saidaMuxMemoria[28] | 2.28 | 3
after CTS | MuxAddr[2] | saidaMuxMemoria[28] | 2.25 | 3
Power is estimated from default activity; no workload was simulated.
