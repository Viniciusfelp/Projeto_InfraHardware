==> design/flow/design.v <==
module MuxWriteData (
  input  wire [3:0]  WriteDataCtrl,
  input  wire [31:0] MDR7Concatenated,
  input  wire [31:0] MDR15Concatenated,
  input  wire [31:0] valorResultadoAluOut,
  input  wire [31:0] SaidaMDR,
  input  wire [31:0] SaidaHI,
  input  wire [31:0] SaidaALU,
  input  wire [31:0] SaidaLO,
  input  wire [31:0] SaidaRegDesl,
  input  wire [31:0] SaidaShiftL16,
  input  wire [31:0] SaidaLT,
  output reg [31:0] saidaMuxWriteData
);
  parameter valor227 = 32'd227;  
  reg [31:0] auxiliar1;
  reg [31:0] auxiliar2;
  reg [31:0] auxiliar3;
  always @(*) begin
    auxiliar1 = ((WriteDataCtrl[1])
      ? ((WriteDataCtrl[0]) ? SaidaMDR : valorResultadoAluOut)
      : ((WriteDataCtrl[0]) ? MDR15Concatenated : MDR7Concatenated)
    );
    auxiliar2 = ((WriteDataCtrl[1]) ? ((WriteDataCtrl[0]) ? SaidaRegDesl : SaidaLO)
      : ((WriteDataCtrl[0]) ? SaidaALU : SaidaHI));
    auxiliar3 = WriteDataCtrl[0] ? SaidaLT : SaidaShiftL16;
    saidaMuxWriteData = ((WriteDataCtrl[3]) ? (auxiliar3) : (WriteDataCtrl[2] ? auxiliar2 : auxiliar1));
  end
endmodule
==> design/flow/run.sh <==
#!/bin/bash
# OpenROAD 26Q1-2900-gdf79404cd8, Yosys 0.63+post, stock flow scripts
make -C /OpenROAD-flow-scripts/flow DESIGN_CONFIG=/design/flow/config.mk WORK_HOME=/design/flow/orfs finish
==> design/flow/config.mk <==
export PLATFORM = sky130hd
export DESIGN_NAME = MuxWriteData
export DESIGN_NICKNAME = MuxWriteData
export VERILOG_FILES = /design/flow/design.v
export SDC_FILE = /design/flow/constraint.sdc
export NUM_CORES = 4
export LEC_CHECK = 1
export CORE_AREA = 10 10 144 144
export DIE_AREA = 0 0 154 154
==> design/flow/constraint.sdc <==
current_design MuxWriteData

set clk_period 2.2
set clk_io_pct 0.2

create_clock -name clk0 -period $clk_period

set non_clock_inputs [all_inputs -no_clocks]
set_input_delay [expr $clk_period * $clk_io_pct] -clock clk0 $non_clock_inputs
set_output_delay [expr $clk_period * $clk_io_pct] -clock clk0 [all_outputs]
==> flow_summary.json <==
{
  "hold_viol": 0,
  "fmax_mhz": 466,
  "coreArea_mm2": 0.0175,
  "path_class": "in -> out",
  "place_inst": 900,
  "peakVddDrop_mv": 0.0835,
  "dr.pass1.iters": 4,
  "holdBufCountCts": 0,
  "ant_nets": 0,
  "max-slew-margin-rel_pct": 80.4,
  "arrival_ps": 1710,
  "antennaDiodeCount": 0,
  "leakage_nw": 2.87,
  "finalCritPeriodShare_pct": 97.6,
  "dieArea_mm2": 0.0237,
  "grtUsageTotal_pct": 15.0,
  "routed_wl_um": 19100,
  "yosys_area_mm2": 0.00297,
  "syn_inst": 330,
  "dr.first_iter.drc_count": 97,
  "yosysTopAreaCell": "mux2_2",
  "powerDensity_mw_per_mm2": 190,
  "top_area_share_pct": 34.1,
  "ys_types": 17,
  "syn_area_per_cell_um2": 9.00,
  "num_io_pins": 356,
  "ys_warn_count": 1,
  "grt.overflow.total": 0,
  "regArea_um2": 0,
  "grt_pass1_vias": 4719,
  "worstHoldStart": "WriteDataCtrl[3]",
  "lay_top_cells": "clkdlybuf4s50_1 (318), mux2_2 (90), mux2i_1 (63), a22o_1 (32), nand2_1 (32)",
  "final_area_mm2": 0.00716,
  "p_total_mw": 1.36,
  "slowest_stage": "clkdlybuf4s50_1",
  "worst_slack_ps": 52.8,
  "ys_seq_share_pct": 0,
  "yosys-stat-cells": 330,
  "seq_cells": 0,
  "worst_pin_slew_ps": 286,
  "status": "finished clean",
  "crit_path_start_kind": "input port",
  "worstHoldPathType": "in -> out",
  "gp_congestion": 0.892,
  "die-height_um": 154,
  "cp_max_fo": 1,
  "area_growth_syn_to_layout_pct": 141,
  "drive_above_1_share_pct": 26.0,
  "hpwl_um": 15800,
  "wl_per_cell_um": 20.9,
  "path_cells": "clkdlybuf4s50_1 -> mux2i_1 -> a22o_1 -> o31ai_2 -> dlygate4sd2_1",
  "fin_util_pct": 41.0,
  "core_util_floorplan_pct": 17.0,
  "whs_path_depth": 4,
  "hold_end": "saidaMuxWriteData[11]",
  "clkbuf_count": 0,
  "final_layout_top_logic_cell": "clkdlybuf4s50_1",
  "period_minus_slack_ps": 2150,
  "pre_cts_ws_ps": -873,
  "netlist_area_mm2": 0.00297,
  "critPathMaxStageDelay_ps": 490,
  "area_leaders": "mux2_2 (34%), mux2i_1 (22%), o31ai_2 (13%)",
  "grt_max_degree": 36,
  "cp.required_ps": 1760,
  "drc": 0,
  "vias_per_cell": 4.51,
  "final_cells": 913,
  "placed_cell_area_mm2": 0.00690,
  "drv_cap": 0,
  "grt_pass1_wl_um": 28200,
  "endpoint_kind": "output pin",
  "die_w_um": 154,
  "rows": 48,
  "setup_viol": 0,
  "drv_slew": 0,
  "antenna_found_initial": 0,
  "openroad.warnings": 33,
  "vias": 4116,
  "numPortBuffers": 356
}
==> logic make-up (layout without fill, tap and decap cells) <==
kind of cell / Yosys count / in the layout / synth area share [%]
simple gates: 36 / 38 / 4.72
mux: 160 / 160 / 58.0
buf+inv: 38 / 394 / 7.83
compound gates: 96 / 96 / 29.5
==> critical path: cells and delay by family <==
kind | cells | cell delay (ps)
buffers and inverters | 2 | 720
AND-OR/OR-AND | 2 | 460
multiplexers | 1 | 80
==> final cells by class <==
cell class         count  area [um2]
fillers             1722       10300
multi-input cells    294        2850
well taps            225         282
repair buffers       394        4040
==> cell usage after synthesis <==
library cell and count:
a22o_1 32, buf_1 2, buf_2 9, buf_4 1
buf_6 4, buf_8 4, clkbuf_1 18, mux2_1 6
mux2_2 90, mux2i_1 64, nand2_1 33, nand2b_1 1
nor2_1 1, nor2b_1 1, o22ai_1 32, o31ai_1 1
o31ai_2 31
==> worst max path at each step <==
stage                    start                    to  slack [ps]  cells after the start
6_report  MDR15Concatenated[4]  saidaMuxWriteData[4]          50                      5
4_1_cts   MDR15Concatenated[3]  saidaMuxWriteData[3]        -190                      5
5_1_grt   MDR15Concatenated[4]  saidaMuxWriteData[4]          -6                      5
==> where the power goes <==
group          switching (mW)  internal (mW)  total, mW
clock network               0              0          0
logic                   0.420          0.944       1.36
registers                   0              0          0
==> through the flow <==
stage | TNS [ps] | hold WS, ps
final | 0 | 1460
after global routing | -5.87 | 1510
after CTS | -191 | 1500
after detailed placement | -26800 | 1750
after global placement | -26320 | 1750
after floorplan | 0 | 1070
==> repair_timing <==
action	4_1_cts	5_1_grt
pin swaps	4	1
gates cloned	2	1
endpoints found under the setup margin	32	16
gates resized	59	15
setup buffers	10	0
==> metal layers <==
metal	global-route usage (%)	wire length (um)	vias up
met5	0	0	-
met4	1.03	146	0
met3	4.10	1590	9
met2	28.7	10200	200
met1	16.5	7190	1875
li1	-	-	2032
Power is estimated from default activity; no workload was simulated.
